==> design.v <==
`timescale 1ns / 1ps
module DataPath(
    input clk,
    output wire [31:0] pc, dinstOut,
    output wire ewreg, em2reg, ewmem, ealuimm,
    output wire [3:0] ealuc,
    output wire [4:0] edestReg,
    output wire [31:0] eqa, eqb, eimm32,
    output wire mwreg, mm2reg, mwmem,
    output wire [4:0] mdestReg,
    output wire [31:0] mr, mqb,
    output wire wwreg, wm2reg, 
    output wire [4:0] wdestReg,
    output wire [31:0] wr, wdo
);
    wire [31:0] nextPc;
    PC pc_dp(nextPc, clk, pc);
    PCAdder pcadder_dp(pc, nextPc);
    wire [31:0] instOut;
    InstructionMemory im_dp(pc, instOut);
    IFIDPipelineReg ifidreg_dp(instOut, clk, dinstOut);
    wire [5:0] op = dinstOut[31:26];
    wire [5:0] func = dinstOut[5:0];
    wire wreg, m2reg, wmem, aluimm, regrt;
    wire [3:0] aluc;
    ControlUnit cu_dp(op, func, wreg, m2reg, wmem, aluimm, regrt, aluc);
    wire [4:0] rs = dinstOut[25:21];
    wire [4:0] rt = dinstOut[20:16];
    wire [4:0] rd = dinstOut[15:11];
    wire [4:0] destReg;
    RegrtMux regrtmux_dp(rt, rd, regrt, destReg);
    wire [31:0] qa;
    wire [31:0] qb;
    RegFile rf_dp(rs, rt, qa, qb);
    wire [15:0] imm = dinstOut[15:0];
    wire [31:0] imm32;
    ImmExtender immex_dp(imm, imm32);
    IDEXEPipelineReg idexereg_dp(wreg, m2reg, wmem, aluimm, clk, aluc, destReg, qa, qb, imm32, ewreg, em2reg, ewmem, ealuimm, ealuc, edestReg, eqa, eqb, eimm32);
    wire [31:0] b;
    ALUMux alumux_dp(eqb, eimm32, ealuimm, b);
    wire [31:0] r;
    ALU alu_dp(eqa, b, ealuc, r);
    EXEMEMPipelineReg exememreg_dp(clk, ewreg, em2reg, ewmem, edestReg, r, eqb, mwreg, mm2reg, mwmem, mdestReg, mr, mqb);
    wire [31:0] mdo;
    DataMemory datamem_dp(clk, mwmem, mr, mqb, mdo);
    MEMWBPipelineReg memwbreb_dp(clk, mwreg, mm2reg, mdestReg, mr, mdo, wwreg, wm2reg, wdestReg, wr, wdo);
endmodule
`timescale 1ns / 1ps
module PC(
    input [31:0] nextPc,
    input clk,
    output reg [31:0] pc
);
    initial pc = 32'd100;
    always @(posedge clk)
    begin
        pc = nextPc;
    end
endmodule
module InstructionMemory(
    input [31:0] pc,
    output reg [31:0] instOut
);
    reg [31:0] memory [63:0];
    initial begin
        memory[25] = {6'b100011, 5'b00001, 5'b00010, 16'h0000};
        memory[26] = {6'b100011, 5'b00001, 5'b00011, 16'h0004};
        memory[27] = {6'b100011, 5'b00001, 5'b00100, 16'h0008};
        memory[28] = {6'b100011, 5'b00001, 5'b00101, 16'h000c};
    end
    always @(*)
        instOut <= memory[pc[7:2]];
endmodule
module PCAdder(
    input [31:0] pc,
    output reg [31:0] nextPc
);
    always @(*)
        nextPc <= pc + 4;
endmodule
module IFIDPipelineReg(
    input [31:0]instOut,
    input clk,
    output reg [31:0] dinstOut
);
    always @(posedge clk)
        dinstOut <= instOut;
endmodule
module ControlUnit(
    input [5:0] op, func,
    output reg wreg, m2reg, wmem, aluimm, regrt,
    output reg [3:0] aluc
);
    always @(*)
    begin
        case(op)
            'b000000:  
             begin
                wreg   = 'b1;
                m2reg  = 'b0;
                wmem   = 'b0;
                aluimm = 'b0;
                regrt  = 'b0;
                case(func)
                    'b100000:  
                    begin
                        aluc = 'b0010;
                    end
                    'b100010:  
                    begin
                        aluc = 'b0110;
                    end
                endcase
             end
             'b100011:  
             begin
                wreg   = 'b1;
                m2reg  = 'b1;
                wmem   = 'b0;
                aluc   = 'b0010;
                aluimm = 'b1;
                regrt  = 'b1;
             end
         endcase
    end
endmodule
module RegrtMux(
    input [4:0] rt, rd,
    input regrt,
    output reg [4:0] destReg
);
    always @(*)
    begin
        if (regrt == 0)
            destReg = rd;
        else
            destReg = rt;
    end 
endmodule
module RegFile(
    input [4:0] rs, rt,
    output reg [31:0] qa, qb
);
    reg [31:0] registers[0:31];
    initial begin
        registers[0] = 0;
        registers[1] = 0;
    end
    always @(*)
    begin
        qa = registers[rs];
        qb = registers[rt];
    end
endmodule
module ImmExtender(
    input [15:0] imm,
    output reg [31:0] imm32
);
    always @(*)
        imm32 = {{16{imm[15]}}, imm};
endmodule
module IDEXEPipelineReg(
    input wreg, m2reg, wmem, aluimm, clk,
    input [3:0] aluc,
    input [4:0] destReg,
    input [31:0] qa, qb, imm32,
    output reg ewreg, em2reg, ewmem, ealuimm,
    output reg [3:0] ealuc,
    output reg [4:0] edestReg,
    output reg [31:0] eqa, eqb, eimm32
);
    always @(posedge clk)
    begin
        ewreg    = wreg;
        em2reg   = m2reg;
        ewmem    = wmem;
        ealuc    = aluc;
        ealuimm  = aluimm;
        edestReg = destReg;
        eqa      = qa;
        eqb      = qb;
        eimm32   = imm32;
    end
endmodule
module ALUMux(
    input [31:0] eqb, eimm32,
    input ealuimm,
    output reg [31:0] b
);
    always @(*)
    begin
        if (ealuimm == 0)
            b <= eqb;
        else
            b <= eimm32;
    end
endmodule
module ALU(
    input [31:0] eqa, b,
    input [3:0] ealuc,
    output reg [31:0] r
);
    always @(*)
    begin
        case(ealuc)
            'b0010:
                r <= eqa + b;
            'b0110:
                r <= eqa - b;
        endcase
    end
endmodule
module EXEMEMPipelineReg(
    input clk, ewreg, em2reg, ewmem,
    input [4:0] edestReg,
    input [31:0] r, eqb,
    output reg mwreg, mm2reg, mwmem, 
    output reg [4:0] mdestReg,
    output reg [31:0] mr, mqb
);
    always @(posedge clk)
    begin
        mwreg    <= ewreg;
        mm2reg   <= em2reg;
        mwmem    <= ewmem;
        mdestReg <= edestReg;
        mr       <= r;
        mqb      <= eqb;
    end
endmodule
module DataMemory(
    input clk, mwmem,
    input [31:0] mr, mqb,
    output reg [31:0] mdo
);
    reg [31:0] memory[0:31];
    initial begin
        memory[0] = 'hA00000AA;
        memory[1] = 'h10000011;
        memory[2] = 'h20000022;
        memory[3] = 'h30000033;
        memory[4] = 'h40000044;
        memory[5] = 'h50000055;
        memory[6] = 'h60000066;
        memory[7] = 'h70000077;
        memory[8] = 'h80000088;
        memory[9] = 'h90000099; 
     end
    always @(*)
        mdo <= memory[mr[7:2]];
    always @(negedge clk)
    begin
        if (mwmem == 1)
        begin
            memory[mr[7:2]] <= mqb;
        end
    end
endmodule
module MEMWBPipelineReg (
    input clk, mwreg, mm2reg,
    input [4:0] mdestReg,
    input [31:0] mr, mdo,
    output reg wwreg, wm2reg, 
    output reg [4:0] wdestReg,
    output reg [31:0] wr, wdo
);
    always @(posedge clk)
    begin
        wwreg    <= mwreg;
        wm2reg   <= mm2reg;
        wdestReg <= mdestReg;
        wr       <= mr;
        wdo      <= mdo;
    end
endmodule
`timescale 1ns / 1ps
module TopFile(
    input clk,
    output [31:0] eqa, eqb, mr
);
    DataPath dp(.clk(clk), .eqa(eqa), .eqb(eqb), .mr(mr));
endmodule
==> run.sh <==
#!/bin/bash
# OpenROAD 26Q1-2900-gdf79404cd8, Yosys 0.63+post, stock flow scripts
make -C /OpenROAD-flow-scripts/flow DESIGN_CONFIG=/design/flow/config.mk WORK_HOME=/design/flow/orfs finish
==> config.mk <==
export PLATFORM = sky130hd
export DESIGN_NAME = TopFile
export DESIGN_NICKNAME = TopFile
export VERILOG_FILES = /design/flow/design.v
export SDC_FILE = /design/flow/constraint.sdc
export NUM_CORES = 4
export LEC_CHECK = 1
export CORE_AREA = 10 10 70 70
export DIE_AREA = 0 0 80 80
export SYNTH_HDL_FRONTEND = slang
==> constraint.sdc <==
current_design TopFile

set clk_period 1.1
set clk_io_pct 0.2

create_clock -name clk0 -period $clk_period [get_ports {clk}]

set non_clock_inputs [all_inputs -no_clocks]
set_input_delay [expr $clk_period * $clk_io_pct] -clock clk0 $non_clock_inputs
set_output_delay [expr $clk_period * $clk_io_pct] -clock clk0 [all_outputs]
==> out/qor.txt <==
Status: finished clean
Nature of the critical path startpoint: flip-flop
Detailed-route wire length per cell: 8.89 um
Worst setup EP type: primary output
Layout area overhead: -27.1%
#FFs+latches synth: 9
Max Buffers Root-to-Sink: 2
Post-CTS setup repair buffer count: 0
Crit Path Class: reg -> out
ANT nets after route: 0
Vias: 353
Fillers: 398
Mapped cell area: 943 sq um
DRT Wirelength: 1.44 mm
Fin worst setup slack: 109 ps
Slowest stage delay, CP: 290 ps
Worst reg2reg setup slack: 210 ps
Vias per cell: 2.18
CTS Buf Count: 3
M1 wire length: 493 um
Post-route minimum period: 991 ps
Initial antenna violation count: 0
Die area: 0.00640 sq mm
Die Span X: 80 um
Clk Latency, worst-skew pair: 250 ps
IO buf count: 2
Power Dens Cells: 862 mW/mm^2
Root Driver: clkbuf_4
Max FO, Critical Path: 1
Boundary Pins: 97
Met2 routed WL: 692 um
Class of the worst hold path: reg -> reg
Placer Congestion: 0.587
Avg Cell Area, Syn: 8.50 sq um
Int Pwr: 0.000465 W
Largest net degree at the start of global routing: 6
Die Y: 80 um
Hold Violations, Final: 0
# diodes: 0
Unique cell types: 7
Setup violations, final: 0
Global route overflow: 0
Yosys chip area: 943 sq um
Seq/Total Area, Yosys: 19.1%
Clock Skews: 1.98 ps
Via count of the first global-routing pass: 426
CTS tree: built
Cts hold-fix bufs: 0
First-pass GRT wire length: 1.75 mm
Synthesis warning total: 0
Worst hold slack: 323 ps
Log Warnings: 26
Yosys cell count: 111
# resized after CTS: 2
Max Clock Freq: 1010 MHz
CP max stage cell: dfxtp_1
Sw frac: 21.6%
VDD IR-drop max: 316 uV
1st-pass router iterations: 2
Clock share of power: 41.5%
Net Sw Power: 0.000128 W
Max-Cap Viols: 0
Leak: 0.452 nW
CP bufs+invs: 1
Slew Viols, Final: 0
Crit path DRT: 880 ps
RSZ-0062 raised after global routing: false
# DRC: 0
Routed wl met3: 255 um
Highest Signal Layer: met3
# rows: 21
Worst-path cell chain: dlygate4sd2_1
WP data arrival: 770 ps
Final Cycle Share: 90.1%
Sequential Power Share: 55.0%
Total GRT Usage: 3.16%
Clk sink count: 9
FP Core Util: 27.6%
Gate power share: 3.6%
Largest delay share family, worst path: flip-flops
Initial DRC Count: 4
Syn Inst Count: 111
Share of layout cells above drive strength 1: 2.59%
Dpl hpwl: 1.35 mm
Setup total negative slack: 0 ps
Post-place setup slack: 135 ps
Worst-path clk slew: 60 ps
H-Tree Depth: 1
CORE AREA: 0.00342 sq mm
-- Yosys cell counts (all sizes together) --
cell type / count / area, sq um
buf: 94 / 706
conb: 1 / 3.75
ha: 2 / 25.0
inv: 2 / 7.51
xor2: 1 / 8.76
dfxtp: 9 / 180
or2: 2 / 12.5
-- logic make-up after synthesis --
| logic type | Yosys count | synth area share [%] |
|---|---|---|
| XOR/XNOR | 1 | 0.929 |
| adder cells (fa/ha/maj) | 2 | 2.65 |
| buffers and inverters | 96 | 75.6 |
| flip-flops | 9 | 19.1 |
| other | 1 | 0.397 |
| AND/OR/NAND/NOR | 2 | 1.33 |
-- final cells by class --
cell class / instances / area, sq um / area share, %
repair buffers: 2 / 17.5 / 2.55
flip-flops and latches: 9 / 180 / 26.2
well taps: 46 / 57.6 / 8.36
clock buffers: 4 / 26.3 / 3.82
inverters: 2 / 7.51 / 1.09
multi-input cells: 99 / 399 / 58.0
-- power groups by stage --
stage / combinational, W / clock [W] / sequential (W)
finish: 0.0000212 / 0.000246 / 0.000326
global route: 0.0000397 / 0.000270 / 0.000326
CTS: 0.0000309 / 0.000256 / 0.000326
-- path summary, 6_finish.rpt --
check                           cells after the start                               endpoint                             start
worst max register to register                      3  dp.ifidreg_dp.dinstOut[16]$_SDFF_PP1_            dp.pc_dp.pc[2]$_DFF_P_
worst min register to register                      0          dp.exememreg_dp.mr[2]$_DFF_P_  dp.idexereg_dp.eimm32[2]$_DFF_P_
worst min-delay path                                0          dp.exememreg_dp.mr[2]$_DFF_P_  dp.idexereg_dp.eimm32[2]$_DFF_P_
worst max-delay path                                1                                  mr[2]     dp.exememreg_dp.mr[2]$_DFF_P_
-- placed cells by master, fill, tap and decap left out --
cell | Yosys | layout
ha_1 | 2 | 2
clkbuf_1 | 0 | 1
or2_1 | 2 | 2
conb_1 | 1 | 94
dlygate4sd2_1 | 0 | 2
inv_1 | 2 | 2
clkbuf_4 | 0 | 3
dfxtp_1 | 9 | 9
xor2_1 | 1 | 1
-- state kept, by name, indices dropped and copies added, names as in the netlist --
signal / cells
dp.exememreg_dp.mr: 2
dp.idexereg_dp.eimm32: 2
dp.ifidreg_dp.dinstOut: 2
dp.pc_dp.pc: 3
-- layer usage --
layer  vias up  GRT usage [%]
met5         -              0
met4         0          0.704
met3         0           2.05
met2        53           5.46
met1       147           3.09
li1        153              -
-- through the flow --
| stage | cell area [sq um] | utilization, % | instances | power (W) |
|---|---|---|---|---|
| floorplan | 1290 | - | 204 | 0.000570 |
| global placement | 664 | 19.5 | 158 | 0.000364 |
| detailed placement | 664 | 19.5 | 158 | 0.000363 |
| CTS | 688 | 20.1 | 162 | 0.000613 |
| global route | 688 | 20.1 | 162 | 0.000635 |
| finish | 688 | 20.1 | 162 | 0.000593 |
Power is estimated from default activity; no workload was simulated.
