File: flow/config.mk
export PLATFORM = sky130hd
export DESIGN_NAME = counter
export DESIGN_NICKNAME = counter
export VERILOG_FILES = /design/flow/design.v
export SDC_FILE = /design/flow/constraint.sdc
export NUM_CORES = 4
export LEC_CHECK = 1
export CORE_AREA = 10 10 70 70
export DIE_AREA = 0 0 80 80
export SYNTH_HDL_FRONTEND = slang
File: flow/constraint.sdc
current_design counter

set clk_period 1.4
set clk_io_pct 0.2

create_clock -name clk0 -period $clk_period

set non_clock_inputs [all_inputs -no_clocks]
set_input_delay [expr $clk_period * $clk_io_pct] -clock clk0 $non_clock_inputs
set_output_delay [expr $clk_period * $clk_io_pct] -clock clk0 [all_outputs]
File: flow/design.v
`timescale 1ns / 1ps
module dff3(input [2:0] ns, input clrn, input clk, output reg [2:0] q);
    always @ (posedge clk)
        begin
            if (clrn == 1) begin
                q <= ns;
            end
            else begin
                q <= 3'b000;
            end
        end
endmodule
module counter(input [2:0] q, input u, output reg [2:0] ns, 
       output reg a, output reg b, output reg c, output reg d, output reg e, output reg f, output reg g );
   always @(*)
        begin     
            if (u == 1) begin  
                if (q == 3'b101) begin
                    ns <= 3'b000;
                end
                else begin 
                    ns <= q + 1;
                end
            end
            else begin 
                if (q == 3'b000) begin
                    ns <= 3'b101;
                end
                else begin 
                    ns <= q - 1;
                end
            end      
        case(q)
            3'b000: begin
                g=1'b1;  f=1'b0;  e=1'b0;  d=1'b0;  c=1'b0;  b=1'b0;  a=1'b0;
            end
            3'b001: begin
                g=1'b1;  f=1'b1;  e=1'b1;  d=1'b1;  c=1'b0;  b=1'b0;  a=1'b1;
            end
            3'b010: begin
                g=1'b0;  f=1'b1;  e=1'b0;  d=1'b0;  c=1'b1  ;b=1'b0;  a=1'b0;
            end
            3'b011: begin 
                g=1'b0;  f=1'b1;  e=1'b1;  d=1'b0;  c=1'b0;  b=1'b0;  a=1'b0;
            end
            3'b100: begin
                g=1'b0;  f=1'b0;  e=1'b1;  d=1'b1;  c=1'b0;  b=1'b0;  a=1'b1;
            end
            3'b101: begin
                g=1'b0;  f=1'b0;  e=1'b1;  d=1'b0;  c=1'b0;  b=1'b1;  a=1'b0;
            end       
        endcase
   end
endmodule
File: flow/run.sh
#!/bin/bash
# OpenROAD 26Q1-2900-gdf79404cd8, Yosys 0.63+post, stock flow scripts
make -C /OpenROAD-flow-scripts/flow DESIGN_CONFIG=/design/flow/config.mk WORK_HOME=/design/flow/orfs finish
==> flow_results.xml <==
<?xml version="1.0" encoding="UTF-8"?>
<metrics>
  <group name="power">
    <metric name="design_power_total" unit="mW">0.138</metric>
    <metric name="cellLeakagePower" unit="nW">0.234</metric>
    <metric name="power_density" unit="nW/um^2">260</metric>
    <metric name="peakVddDrop" unit="uV">107</metric>
  </group>
  <group name="detailed_routing">
    <metric name="vias" unit="">274</metric>
    <metric name="drtAntennaViolNets" unit="">0</metric>
    <metric name="first_iter_violations" unit="">2</metric>
    <metric name="diodes" unit="">0</metric>
    <metric name="detail_route.vias_per_cell" unit="">2.80</metric>
    <metric name="first_pass_iters" unit="">2</metric>
    <metric name="post-route-drc-count" unit="">0</metric>
    <metric name="route.detailed.wl_per_inst" unit="um">7.66</metric>
    <metric name="postRouteWirelength" unit="um">751</metric>
  </group>
  <group name="floorplan">
    <metric name="floorplan.rows" unit="">21</metric>
    <metric name="die-height" unit="um">80</metric>
    <metric name="die_area" unit="sq um">6400</metric>
    <metric name="fp_util" unit="%">7.77</metric>
    <metric name="floorplan.core_area" unit="sq um">3420</metric>
    <metric name="floorplan.die.width" unit="um">80</metric>
    <metric name="i_o_pin_cnt" unit="">14</metric>
  </group>
  <group name="yosys">
    <metric name="synth_stat.cells" unit="">32</metric>
    <metric name="synth_area_per_cell" unit="sq um">8.29</metric>
    <metric name="yosys.stat.chipArea" unit="sq um">265</metric>
    <metric name="netlist_instances" unit="">32</metric>
    <metric name="synth_warnings" unit="">0</metric>
    <metric name="synth.ff_latch_count" unit="">6</metric>
    <metric name="synth.lib_cells_used.distinct" unit="">19</metric>
    <metric name="netlist_area" unit="sq um">265</metric>
  </group>
  <group name="flow_run">
    <metric name="drv.max_cap_violation_count" unit="">0</metric>
    <metric name="warnings" unit="">33</metric>
  </group>
  <group name="final_timing">
    <metric name="finalCriticalPeriod" unit="ns">1.36</metric>
    <metric name="slew-limit-headroom" unit="%">84.5</metric>
    <metric name="register_pins_left_without_a_clock" unit="">6</metric>
    <metric name="finalHoldViolCount" unit="">0</metric>
    <metric name="finalCritPeriodShare" unit="%">97.1</metric>
    <metric name="grt_setup_unrepaired" unit="">yes</metric>
    <metric name="unconstrained_endpoints" unit="">13</metric>
    <metric name="timing.fmax" unit="GHz">0.735</metric>
    <metric name="setup_violations" unit="">0</metric>
    <metric name="max_slew.worst_pin.slew" unit="ns">0.231</metric>
    <metric name="max_slew_violation_count" unit="">0</metric>
    <metric name="setup-tns-final" unit="ns">0</metric>
  </group>
  <group name="critical_path">
    <metric name="cp_slowest_cell" unit="">sky130_fd_sc_hd__a221o_1</metric>
    <metric name="critPathRequiredTime" unit="ns">1.12</metric>
    <metric name="cp_data_arrival_time" unit="ns">1.08</metric>
    <metric name="critPathMaxFanout" unit="">5</metric>
    <metric name="worstPathCellList" unit="">buf_6 -&gt; buf_6 -&gt; xor2_2 -&gt; a221o_1 -&gt; buf_2</metric>
    <metric name="crit_cells" unit="">5</metric>
    <metric name="worstSetupStartpointType" unit="">input port</metric>
    <metric name="crit_family" unit="">buffers and inverters</metric>
    <metric name="cp_num_buf_inv" unit="">3</metric>
    <metric name="crit_path_frequent_cell" unit="">sky130_fd_sc_hd__buf_6</metric>
    <metric name="critical_path.max_stage_delay" unit="ns">0.32</metric>
    <metric name="criticalPathCategory" unit="">input port to primary output</metric>
    <metric name="cp-end-kind" unit="">primary output</metric>
  </group>
  <group name="layout">
    <metric name="final_layout_size_suffix_gt1_share" unit="%">46.2</metric>
    <metric name="seq_area" unit="sq um">90.1</metric>
    <metric name="final.fill_count" unit="">401</metric>
    <metric name="layout.core_utilization" unit="%">15.6</metric>
    <metric name="logic_area" unit="sq um">183</metric>
    <metric name="stdcell_count" unit="">98</metric>
    <metric name="layout.cell_area.non_filler" unit="sq um">532</metric>
    <metric name="areaGrowthSynthToFinish" unit="%">100</metric>
  </group>
  <group name="hold_path">
    <metric name="worst_hold_path_cells" unit="">4</metric>
    <metric name="min_path_type" unit="">input port to primary output</metric>
  </group>
  <group name="placed_design">
    <metric name="port_buffers" unit="">14</metric>
    <metric name="placed_cells" unit="">95</metric>
    <metric name="place.detailed.hpwl" unit="um">631</metric>
    <metric name="placed_inst_area" unit="sq um">484</metric>
    <metric name="gp_routability_congestion" unit="">0.783</metric>
  </group>
  <group name="global_routing">
    <metric name="grt_overflow" unit="">0</metric>
    <metric name="antenna_violations_before_repair" unit="">0</metric>
    <metric name="pin_count_of_the_biggest_net_entering_global_routing" unit="">10</metric>
    <metric name="global_route_wire_length_before_repair" unit="um">1260</metric>
    <metric name="grt_util_all_layers" unit="%">2.25</metric>
    <metric name="first_global_vias" unit="">273</metric>
  </group>
  <group name="run_status">
    <metric name="run_status" unit="">complete, no violations</metric>
  </group>
</metrics>
## final cells by class
type                       count  area share [%]
timing repair buffer          23            36.5
multi-input combinational     21            34.4
sequential                     6            16.9
tap                           46            10.8
inverter                       2            1.41
## state kept, by name (all words and copies together), names as in the netlist
register and cells:
b 1, d 1, g 1, f 1, c 1, e 1
## final timing paths
kind  start    end  slack (ns)
min       u  ns[2]        0.99
max    q[0]  ns[1]        0.04
## cells in the mapped netlist
| master | count | area, sq um |
|---|---|---|
| sky130_fd_sc_hd__or2b_1 | 1 | 7.51 |
| sky130_fd_sc_hd__dlxtp_1 | 6 | 90.1 |
| sky130_fd_sc_hd__ha_1 | 1 | 12.5 |
| sky130_fd_sc_hd__buf_4 | 1 | 7.51 |
| sky130_fd_sc_hd__nor4bb_1 | 1 | 10.0 |
| sky130_fd_sc_hd__xor2_1 | 1 | 8.76 |
| sky130_fd_sc_hd__buf_6 | 1 | 11.3 |
| sky130_fd_sc_hd__buf_2 | 1 | 5.00 |
| sky130_fd_sc_hd__or3b_1 | 1 | 8.76 |
| sky130_fd_sc_hd__nand2_1 | 2 | 7.51 |
| sky130_fd_sc_hd__nand2b_1 | 2 | 12.5 |
| sky130_fd_sc_hd__or2_2 | 1 | 6.26 |
| sky130_fd_sc_hd__nor2_1 | 4 | 15.0 |
| sky130_fd_sc_hd__o221a_2 | 1 | 11.3 |
| sky130_fd_sc_hd__and2_1 | 1 | 6.26 |
| sky130_fd_sc_hd__a211oi_1 | 2 | 15.0 |
| sky130_fd_sc_hd__inv_1 | 2 | 7.51 |
| sky130_fd_sc_hd__nor2b_1 | 2 | 12.5 |
| sky130_fd_sc_hd__a221o_1 | 1 | 10.0 |
## repair_timing
action | CTS | global route
endpoints found under the hold margin | 0 | 0
buffers inserted | 3 | 0
gates resized | 31 | 3
hold buffers | 0 | 0
setup endpoints to repair | 3 | 2
pin swaps | 4 | 1
## power by group
group / switching [mW] / total (mW) / internal [mW]
combinational: 0.0432 / 0.117 / 0.0742
sequential: 0.00222 / 0.0207 / 0.0185
clock: 0 / 0 / 0
## cell usage in the layout, fill, tap and decap left out
cell type,instances
sky130_fd_sc_hd__clkdlybuf4s50_1,7
sky130_fd_sc_hd__dlxtp_1,6
sky130_fd_sc_hd__buf_4,6
sky130_fd_sc_hd__buf_2,5
sky130_fd_sc_hd__nor2_1,4
sky130_fd_sc_hd__buf_6,4
sky130_fd_sc_hd__nor2b_1,2
sky130_fd_sc_hd__a211oi_1,2
sky130_fd_sc_hd__and2_4,1
sky130_fd_sc_hd__inv_1,1
sky130_fd_sc_hd__xor2_2,1
sky130_fd_sc_hd__nor4bb_2,1
sky130_fd_sc_hd__a221o_1,1
sky130_fd_sc_hd__inv_2,1
sky130_fd_sc_hd__nand2b_4,1
sky130_fd_sc_hd__or3b_1,1
sky130_fd_sc_hd__or2b_1,1
sky130_fd_sc_hd__nand2_1,1
sky130_fd_sc_hd__nand2b_1,1
sky130_fd_sc_hd__or2_2,1
sky130_fd_sc_hd__nand2_2,1
sky130_fd_sc_hd__o221a_2,1
sky130_fd_sc_hd__ha_4,1
sky130_fd_sc_hd__dlygate4sd2_1,1
## stage by stage
step,setup WS (ns),hold WS [ns]
floorplan,0.122,0.686
global placement,-0.702,1.70
detailed placement,-0.715,1.71
CTS,0.0132,0.990
global route,-0.0117,1.03
finish,0.0401,0.993
## logic make-up (layout without fill, tap and decap cells)
| kind of cell | after synthesis | count (layout) | synth area share, % |
|---|---|---|---|
| adder cells (fa/ha/maj) | 1 | 1 | 4.72 |
| XOR/XNOR | 1 | 1 | 3.30 |
| latches | 6 | 6 | 34.0 |
| AND/OR/NAND/NOR | 15 | 15 | 32.5 |
| buffers and inverters | 5 | 25 | 11.8 |
| AND-OR/OR-AND | 4 | 4 | 13.7 |
## metal layers
layer | global-route usage (%) | routed length (um) | vias to the layer above
met5 | 0 | 0 | -
met4 | 0 | 0 | 0
li1 | - | - | 147
met3 | 1.70 | 171 | 0
met2 | 2.49 | 185 | 14
met1 | 3.41 | 394 | 113
No activity file was given, so power comes from the tool's default toggle rates.
