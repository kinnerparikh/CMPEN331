==> design/flow/design.v <==
`timescale 1ns / 1ps
module q_mux(a, q, sel, reg_q);
    input [31:0] a;
    input [31:0] q;
    input sel;
    output reg [31:0] reg_q;
    always @(*)
    begin
        if (sel == 1)
        begin
            reg_q = a;
        end
        else
        begin
            reg_q = q;
        end
    end
endmodule
`timescale 1ns / 1ps
module src(
    input clk, clrn, start, [31:0] a, [15:0] b,
    output reg [15:0] reg_r, reg [31:0] reg_q, reg [4:0] count, reg busy, reg ready
    );
    reg [15:0] reg_b;
    wire [16:0] sub_out;
    wire [16:0] subtrahend = {1'b0, reg_b};
    wire [16:0] minuend = {reg_r, reg_q[31]};
    sub sub_mod(minuend, subtrahend, sub_out);
    wire [15:0] r = {reg_r[14:0], reg_q[31]};
    wire sub_mux_sel = sub_out[16];
    wire [15:0] sub_mux_out;
    sub_mux sub_mux_mod(r, sub_out[15:0], sub_mux_sel, sub_mux_out);
    wire [31:0] ina = a;
    wire [31:0] q = {reg_q[30:0], !sub_out[16]};
    wire [31:0] q_mux_out;
    q_mux q_mux_mod(ina, q, start, q_mux_out);
    always @(posedge clk)
    begin
        if (clrn == 0)
        begin
            reg_b <= 0;
            reg_q <= 0;
            reg_r <= 0;
            count <= 0;
            ready <= 0;
            busy  <= 0;
        end
        else if (start == 1)
        begin
            reg_b <= b;
            reg_q <= q_mux_out;
            reg_r <= 0;
            count <= 0;
            ready <= 0;
            busy  <= 1;
        end
        else if (busy == 1)
        begin
            reg_q <= q_mux_out;
            reg_r <= sub_mux_out;
            count <= count + 1;
            if (count == 31)
            begin
                busy <= 0;
                ready <= 1;
            end
        end
    end
endmodule
`timescale 1ns / 1ps
module sub(minuend, subtrahend, difference);
    input [16:0] minuend;
    input [16:0] subtrahend;
    output reg [16:0] difference;
    always @(*)
    begin
        difference = minuend - subtrahend;
    end
endmodule
`timescale 1ns / 1ps
module sub_mux(r, sub_in, sel, reg_r);
    input [15:0] r;
    input [15:0] sub_in;
    input sel;
    output reg [15:0] reg_r;
    always @(*)
    begin
        if (sel == 1)  
        begin
            reg_r = r;
        end
        else  
        begin
            reg_r = sub_in[15:0];
        end
    end
endmodule
==> design/flow/run.sh <==
#!/bin/bash
# OpenROAD 26Q1-2900-gdf79404cd8, Yosys 0.63+post, stock flow scripts
make -C /OpenROAD-flow-scripts/flow DESIGN_CONFIG=/design/flow/config.mk WORK_HOME=/design/flow/orfs finish
==> design/flow/config.mk <==
export PLATFORM = sky130hd
export DESIGN_NAME = src
export DESIGN_NICKNAME = src
export VERILOG_FILES = /design/flow/design.v
export SDC_FILE = /design/flow/constraint.sdc
export NUM_CORES = 4
export LEC_CHECK = 1
export CORE_UTILIZATION = 30
export SYNTH_HDL_FRONTEND = slang
==> design/flow/constraint.sdc <==
current_design src

set clk_period 8.5
set clk_io_pct 0.2

create_clock -name clk0 -period $clk_period [get_ports {clk}]

set non_clock_inputs [all_inputs -no_clocks]
set_input_delay [expr $clk_period * $clk_io_pct] -clock clk0 $non_clock_inputs
set_output_delay [expr $clk_period * $clk_io_pct] -clock clk0 [all_outputs]
==> reports/results.ini <==
[place]
dp_hpwl_mm = 7.15
post-place-cells = 706
io_buffers = 105
place_area_um2 = 5160
gp_congestion = 0.896

[critical_path]
worst_r2r_endpoint = reg_r[14]
arrival_ns = 4.06
crit_fanout = 65
reg2reg_slack_ns = 5.37
worstSetupPathType = in -> reg
end_kind = flip-flop
rr_startpoint = reg_r[6]
required_ns = 8.77
crit_path_start_kind = input pin
reg2regPathDepth = 9

[die]
num_rows = 41
die_w_um = 117
core_util_floorplan_pct = 31.1
die_y_um = 117
num_io_pins = 106
core_area_um2 = 12700
dieArea_um2 = 13700

[pwr]
p_int_mw = 0.677
p_clk_share_pct = 36.9
pwr-share-seq_pct = 39.7
switching_share_pct = 27.3
ir_worst_vdd_uv = 79.7
p_sw_mw = 0.254
p_leak_nw = 2.39
p_comb_share_pct = 23.4
cellPowerDensity_nw_per_um2 = 172

[final_timing]
setup_viol = 0
finalCriticalPeriod_ns = 3.79
hold_viol_final = 0
tns_ns = 0
clock_skew_ns = 0.00649
final.period_utilization_pct = 44.6
rsz0062_at_grt = no
holdWs_ns = 0.490
worstMarginPinSlew_ns = 1.04
fmax_mhz = 264
relSlewSlack_pct = 29.9
slew_violations = 0

[run]
warning_count = 25
cap_violations = 0

[clock_tree]
postCtsResizedCells = 0
postCtsSetupRepairBufs = 0
cts_hold_buf = 0
clockBufferDepth = 2
clkLatencyLatePin_ns = 0.33
clk_pin_slew_ns = 0.05
tritoncts = done
numCtsBuffers = 9
htree_levels = 3
cts.sinks = 71
root_buffer = clkbuf_16

[routing]
vias = 3603
m1WireLength_mm = 4.68
drc = 0
wirelength_mm = 10.4
wire_per_inst_um = 14.4
wl_met2_mm = 4.66
drtIter0Drc = 112
wl_met3_um = 925
top_layer = met4
diodes = 0
post_drt_via_cell_ratio = 5.00
postRouteAntennaNets = 0
drt_pass1_iterations = 4

[layout]
drive_above_1_share_pct = 3.83
finalCoreUtilization_pct = 42.7
fin_area_um2 = 5430
areaGrowthSynthToFinish_pct = 37.1
final_cells = 720

[hold_path]
min_path_type = reg -> reg
hold_start = ready
hold_end = ready
hold_depth = 2

[global_route]
grt_max_degree = 68
gr-total-overflow = 0
grt_pass1_vias = 3474
grt_antenna_before_repair = 0
gr-usage-all-layers_pct = 16.1
grt_pass1_wl_mm = 17.0

[yosys]
ys_cells = 453
yosys_warnings = 0
numSynthFlops = 71
synthesis.area_um2 = 3960
ys_area_um2 = 3960
syn_area_per_cell_um2 = 8.74
syn_inst = 453
ys_types = 41
ys_seq_share_pct = 35.9

[run_status]
outcome = finished, final reports clean

==> critical path, cell delays in order <==
cell and delay, ns:
clkdlybuf4s50_1 0.39, buf_4 0.24, inv_2 0.07, buf_4 0.48, nand2_1 0.38, nor2_1 0.34
nand4_1 0.13, nor3_1 0.16, a311o_1 0.14
==> synth_stat cells <==
master	count	area share (%)
dfxtp_1	71	36
mux2i_1	48	12
nand2_1	40	3.8
o211a_1	31	7.8
clkbuf_1	28	2.7
o21ai_0	28	3.5
a21oi_1	23	2.9
inv_1	23	2.2
nor2_1	20	1.9
ha_1	18	5.7
nand3_1	17	2.1
nor2b_1	17	2.7
nand4_1	10	1.6
a31oi_1	8	1.3
nand2b_1	8	1.3
xnor2_1	7	1.5
o211ai_1	5	0.95
xor2_1	5	1.1
a21o_1	4	0.76
nor3_1	4	0.51
o2111ai_1	4	0.89
o21a_1	4	0.76
and2_1	3	0.47
buf_1	3	0.28
a211o_1	2	0.44
a211oi_1	2	0.38
a311o_1	2	0.51
and4_1	2	0.44
o21ai_1	2	0.25
or3_1	2	0.32
or4_1	2	0.38
a2111o_1	1	0.28
a2111oi_0	1	0.22
a22oi_1	1	0.19
a32oi_1	1	0.22
a41o_1	1	0.25
and3_1	1	0.16
fa_1	1	0.51
nor3b_1	1	0.19
o311a_1	1	0.25
o311ai_1	1	0.22
==> cell families (layout without fill, tap and decap cells) <==
group                    count (synthesis)  count (layout)  share of synthesized area, %
AND-OR/OR-AND                          122             122                          22.1
XOR/XNOR                                12              12                          2.66
adder cells (fa/ha/maj)                 19              19                          6.20
buffers and inverters                   54             149                          5.12
flip-flops                              71              71                          35.9
multiplexers                            48              48                          12.1
AND/OR/NAND/NOR                        127             127                          15.8
==> metrics by stage <==
stage / setup slack [ns] / total power [mW]
after floorplan: 5.46 / 0.507
after global placement: 4.50 / 0.593
after detailed placement: 4.41 / 0.594
after CTS: 4.72 / 0.942
after global routing: 4.51 / 0.981
final: 4.71 / 0.932
==> state kept, by name, indices dropped and copies added, names as in the netlist <==
signal	count
busy	1
count	5
ready	1
reg_b	16
reg_q	32
reg_r	16
==> layer usage <==
metal  global-route usage, %  up-vias
li1                        -     1834
met1                    22.9     1639
met2                    25.0      119
met3                    5.19       11
met4                    2.03        0
met5                       0        -
==> layout by cell type (no fill, tap or decap), types with 10 or more instances in the layout <==
cell               n
ha_1              18
nand3_1           17
dfxtp_1           70
inv_1             22
clkdlybuf4s50_1  105
o21ai_0           28
nand4_1           10
a21oi_1           23
o211a_1           31
nor2_1            20
nor2b_1           17
mux2i_1           48
nand2_1           40
==> worst max path at each step <==
stage                 startpoint        end  slack (ns)  cells after the start
after CTS                  start  reg_r[14]        4.72                      9
after global routing       start  reg_r[14]        4.51                      9
final                      start  reg_r[14]        4.71                      9
==> final cells by class <==
class,count,area [µm²]
inverter,23,86.3
multi-input combinational,328,2330
clock inverter,1,5.00
fill,1287,7300
timing repair buffer,112,1100
sequential,71,1420
tap,172,215
clock buffer,13,260
==> power by group through the flow <==
| stage | combinational [mW] | sequential (mW) | clock, mW |
|---|---|---|---|
| after CTS | 0.219 | 0.370 | 0.353 |
| after global routing | 0.243 | 0.373 | 0.364 |
| final | 0.218 | 0.370 | 0.344 |
Power figures rest on the tool's default switching activity, not on a simulated workload.
